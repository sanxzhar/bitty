==> design/flow/design.v <==
module control_unit(
    input  wire             clk,
    input  wire             reset,
    input  wire             run,
    input  wire [15:0]      d_in,
    output wire             done,
    output wire             en_s,
    output wire             en_c,
    output wire             en_0,
    output wire             en_1,
    output wire             en_2,
    output wire             en_3,
    output wire             en_4,
    output wire             en_5,
    output wire             en_6,
    output wire             en_7,
    output wire             en_i,
    output wire             en_memory_inst,
    output wire             en_memory_write,
    output wire [2:0]       alu_sel,
    output wire [3:0]       mux_sel,
    output wire [15:0]      imm_val
);
    reg              reg_done;
    reg              reg_en_s;
    reg              reg_en_c;
    reg              reg_en_0;
    reg              reg_en_1;
    reg              reg_en_2;
    reg              reg_en_3;
    reg              reg_en_4;
    reg              reg_en_5;
    reg              reg_en_6;
    reg              reg_en_7;
    reg              reg_en_i;
    reg              reg_en_memory_inst;
    reg              reg_en_memory_write;
    reg [2:0]        reg_alu_sel;
    reg [3:0]        reg_mux_sel;
    reg [15:0]       reg_imm_val;
    assign done             = reg_done;
    assign en_s             = reg_en_s;
    assign en_c             = reg_en_c;
    assign en_0             = reg_en_0;
    assign en_1             = reg_en_1;
    assign en_2             = reg_en_2;
    assign en_3             = reg_en_3;
    assign en_4             = reg_en_4;
    assign en_5             = reg_en_5;
    assign en_6             = reg_en_6;
    assign en_7             = reg_en_7;
    assign en_i             = reg_en_i;
    assign en_memory_inst   = reg_en_memory_inst;
    assign en_memory_write  = reg_en_memory_write;
    assign alu_sel          = reg_alu_sel;
    assign mux_sel          = reg_mux_sel;
    assign imm_val          = reg_imm_val;
    parameter INITIAL_STATE     = 2'b00;
    parameter LOAD_STATE        = 2'b01;
    parameter CALCULATE_STATE   = 2'b10;
    parameter STORE_STATE       = 2'b11;
    parameter R_TYPE_INST       = 2'b00;
    parameter I_TYPE_INST       = 2'b01;
    parameter M_TYPE_INST       = 2'b11;
    reg [1:0] current_state, next_state;
    wire [1:0] inst_format = d_in[1:0];
    wire [2:0] alu_selection = d_in[4:2];
    wire [2:0] first_operand = d_in[15:13];
    wire [2:0] second_operand = d_in[12:10];
    wire [7:0] immediate_val  = d_in[12:5];
    wire       is_store_inst  = (inst_format == M_TYPE_INST) & d_in[2];
    always @(posedge clk or posedge reset) begin
        if(reset)
            current_state <= INITIAL_STATE;
        else if(run) begin
            current_state <= next_state;
        end
    end
    always @(*) begin
        case(current_state)
            INITIAL_STATE:   next_state = LOAD_STATE;
            LOAD_STATE:      next_state = CALCULATE_STATE;
            CALCULATE_STATE: next_state = STORE_STATE;
            STORE_STATE:     next_state = INITIAL_STATE;
            default:         next_state = INITIAL_STATE;
        endcase
    end
    always @(*) begin
        reg_done = 1'b0;
        reg_en_s = 1'b0;
        reg_en_c = 1'b0;
        reg_en_0 = 1'b0;
        reg_en_1 = 1'b0;
        reg_en_2 = 1'b0;
        reg_en_3 = 1'b0;
        reg_en_4 = 1'b0;
        reg_en_5 = 1'b0;
        reg_en_6 = 1'b0;
        reg_en_7 = 1'b0;
        reg_en_i = 1'b0;
        reg_en_memory_inst = 1'b0;
        reg_en_memory_write = 1'b0;
        reg_alu_sel = 3'b000;
        reg_mux_sel = 4'b0000;
        if(!reset && run) begin
            case(current_state)
                INITIAL_STATE: begin
                    reg_en_i    = 1'b1;
                end
                LOAD_STATE: begin
                    case(inst_format)
                        M_TYPE_INST:        reg_mux_sel = {1'b0, second_operand};
                        default:            reg_mux_sel = {1'b0, first_operand};
                    endcase
                    reg_en_s    = 1'b1;
                end
                CALCULATE_STATE: begin
                    case(inst_format)
                        R_TYPE_INST: begin
                            reg_mux_sel = {1'b0, second_operand};
                            reg_en_c    = 1'b1; 
                            reg_alu_sel = alu_selection[2:0];
                        end
                        I_TYPE_INST: begin
                            reg_mux_sel = {4'b1000};
                            reg_imm_val = {{8{immediate_val[7]}}, immediate_val};
                            reg_en_c    = 1'b1;
                            reg_alu_sel = alu_selection[2:0];
                        end
                        M_TYPE_INST: begin
                            reg_en_memory_inst = 1'b1;
                            if(is_store_inst) begin
                                reg_mux_sel = {1'b0, first_operand};
                                reg_en_memory_write = 1'b1;
                                reg_en_c            = 1'b0;
                            end else begin
                                reg_en_c           = 1'b1;
                            end
                        end
                        default: begin
                            reg_mux_sel = {1'b0, second_operand};
                            reg_en_c    = 1'b1; 
                            reg_alu_sel = alu_selection[2:0];
                        end
                    endcase
                end
                STORE_STATE: begin
                    if(!is_store_inst) begin
                        case(first_operand)
                            3'b000: reg_en_0 = 1'b1;
                            3'b001: reg_en_1 = 1'b1;
                            3'b010: reg_en_2 = 1'b1;
                            3'b011: reg_en_3 = 1'b1;
                            3'b100: reg_en_4 = 1'b1;
                            3'b101: reg_en_5 = 1'b1;
                            3'b110: reg_en_6 = 1'b1;
                            3'b111: reg_en_7 = 1'b1;
                        endcase
                    end
                    reg_done = 1'b1;
                end
                default: begin
                    reg_done = 1'b0;
                    reg_en_s = 1'b0;
                    reg_en_c = 1'b0;
                    reg_en_0 = 1'b0;
                    reg_en_1 = 1'b0;
                    reg_en_2 = 1'b0;
                    reg_en_3 = 1'b0;
                    reg_en_4 = 1'b0;
                    reg_en_5 = 1'b0;
                    reg_en_6 = 1'b0;
                    reg_en_7 = 1'b0;
                    reg_en_i = 1'b0;
                    reg_en_memory_inst = 1'b0;
                    reg_alu_sel = 3'b000;
                    reg_mux_sel = 4'b0000;
                end
            endcase
        end
    end
endmodule
==> design/flow/run.sh <==
#!/bin/bash
# OpenROAD 26Q1-2900-gdf79404cd8, Yosys 0.63+post, stock flow scripts
make -C /OpenROAD-flow-scripts/flow DESIGN_CONFIG=/design/flow/config.mk WORK_HOME=/design/flow/orfs finish
==> design/flow/config.mk <==
export PLATFORM = sky130hd
export DESIGN_NAME = control_unit
export DESIGN_NICKNAME = control_unit
export VERILOG_FILES = /design/flow/design.v
export SDC_FILE = /design/flow/constraint.sdc
export NUM_CORES = 4
export LEC_CHECK = 1
export CORE_AREA = 10 10 70 70
export DIE_AREA = 0 0 80 80
==> design/flow/constraint.sdc <==
current_design control_unit

set clk_period 2.4
set clk_io_pct 0.2

create_clock -name clk0 -period $clk_period [get_ports {clk}]

set non_clock_inputs [all_inputs -no_clocks]
set_input_delay [expr $clk_period * $clk_io_pct] -clock clk0 $non_clock_inputs
set_output_delay [expr $clk_period * $clk_io_pct] -clock clk0 [all_outputs]
==> out/summary.txt <==
Post-DR wirelength/cell: 13.4 µm
Area growth syn-to-layout: 121%
CTS tree: built
Number of cells in Yosys stat: 77
CP top delay family: simple AND/OR/NAND/NOR gates
Clk ins delay skew pair: 0.23 ns
Avg Inst Size Synth: 8.14 µm²
GR Util All Layers: 6.99%
Critical path's largest stage delay: 0.52 ns
Global-route wire length before repair: 3620 µm
Placed wire-length estimate: 2140 µm
Syn Inst Count: 77
Drt via density: 4.14
First-iteration detailed-routing DRC count: 27
Hold Path Class: in -> async
FFs w/ async S/R, synth: 33.3%
Port-buffer cells: 55
Max-cap violation count: 0
Max Freq: 423 MHz
Largest fanout on the critical path: 3
Final setup margin: 0.0386 ns
Pwr per Cell Area: 212 mW/mm²
Distinct cells, synth: 25
# DRC: 0
EDFF count, synth: 0
Met3 Use GR: 2.61%
Post-route ant nets: 0
M2 GR Usage: 12.1%
CP Cell Sequence: clkdlybuf4s15_2 > or4b_4 > or2_4 > o22ai_2 > dlygate4sd2_1
Max clock buf depth: 2
R2r setup slk: 1.51 ns
Max VDD drop: 0.127 mV
Die H: 80 µm
Ant diodes: 0
Register pins left without a clock: 8
Element type at the critical path end: output port
Total global routing overflow: 0
Worst Path Arrival: 1.88 ns
CTS root buffer: clkbuf_4
Crit path buffers/inverters: 2
GP Congestion: 0.858
Crit start category: primary input
Synth area leaders: dlxtn_1 19%, dfrtp_1 12%, buf_4 9.6%, mux2_2 7.2%, mux2i_1 4.8%
Worst slew pin tran: 0.376 ns
Leakage: 0.000675 µW
Unrepaired setup endpoints after global routing: yes
Final wirelength: 2520 µm
Die width: 80 µm
Pre-Repair DR Iteration Count: 4
Yosys warns: 1
Endpoints left unconstrained: 24
Worst reg-to-reg path cell count: 2
Setup violation total in the final timing report: 0
Status: finished clean
Fill count: 331
Synthesized registers: 12
Minimum clock period: 2.36 ns
Die Size: 0.00640 mm²
Final hold slack: 0.348 ns
Hold-fix buffers, CTS: 0
CP Capture Point: mux_sel[0]
IO Pins: 56
Num rows: 21
Worst Skew: 0.00889 ns
Post-synth top area cell: dlxtn_1
Vias: 779
Crit path from: reset
Synthesized area: 627 µm²
CTS H-Tree Depth: 1
Met1 Use GR: 8.34%
Worst path depth: 5
Slowest cell on crit path: or4b_4
Core Density at Floorplan: 18.4%
Cts bufs inserted: 3
Max Slew Vio Count: 0
Layout cells sized above 1: 34.5%
Vias in the first global route: 772
Critical path data required time: 1.92 ns
Post-synthesis chip area from yosys: 627 µm²
Crit Path Category: in -> out
DP Worst Slack: -0.509 ns
Reg clk slew, reported paths: 0.04 ns
Area share, top type: 19.2%
GR peak layer: met2
Main synth FF type: dlxtn_1
Log Warnings: 27
Largest net degree at the start of global routing: 10
Initial antenna violation count: 0
Final period util: 98.4%
Hold Fails Final Rpt: 0
Max_slew headroom: 74.9%
Core area: 0.00342 mm²
==> metrics by stage <==
stage | power, µW | std cells | util (%) | setup TNS (ns) | cell area (µm²)
3_5_place_dp | 199 | 181 | 37.3 | -7.13 | 1270
4_1_cts | 298 | 187 | 39.7 | -0.107 | 1360
6_report | 294 | 188 | 40.5 | 0 | 1380
2_1_floorplan | 119 | 77 | - | 0 | 627
5_1_grt | 315 | 188 | 40.5 | -0.00630 | 1380
3_3_place_gp | 198 | 181 | 37.3 | -6.72 | 1270
==> kinds of logic after synthesis <==
| logic type | Yosys count | share of synthesized area, % |
|---|---|---|
| muxes | 7 | 12.0 |
| latches | 8 | 19.2 |
| AOI/OAI and AO/OA | 7 | 6.79 |
| and+or+nand+nor | 36 | 32.1 |
| DFF | 4 | 16.2 |
| buffers and inverters | 15 | 13.8 |
==> cell type report <==
type	instances	area [µm²]	area share, %
Tap cell	46	57.6	4.16
Multi-Input combinational cell	50	410	29.7
Inverter	3	11.3	0.814
Clock buffer	4	26.3	1.90
Sequential cell	12	221	16.0
Timing Repair Buffer	73	656	47.4
==> repair_timing <==
| action | CTS | global route |
|---|---|---|
| pin swaps | 6 | 3 |
| setup buffers | 2 | 1 |
| endpoints found under the setup margin | 21 | 8 |
| gates resized | 46 | 8 |
==> cell usage after synthesis, types with 3 or more instances <==
| cell | instances |
|---|---|
| nor2b_1 | 4 |
| dfrtp_1 | 3 |
| and3_1 | 3 |
| buf_4 | 8 |
| mux2i_1 | 3 |
| nor2_1 | 5 |
| nor4_1 | 3 |
| inv_1 | 3 |
| dlxtn_1 | 8 |
| nand2_1 | 8 |
| nor4b_1 | 3 |
| a31oi_1 | 3 |
| o22ai_1 | 3 |
| mux2_2 | 4 |
| clkbuf_1 | 3 |
==> report_power, final <==
group	leakage (µW)	switching (µW)	internal [µW]	total, µW
registers	0.000117	2.34	79.0	81.4
logic	0.000543	44.4	78.8	123
clock network	0.0000150	26.7	62.3	89.0
total	0.000675	73.5	220	294
==> how the worst min path moves through the flow <==
stage	endpoint	slack [ns]	cells after the start
5_1_grt	async pin	0.36	3
6_report	async pin	0.35	3
4_1_cts	async pin	0.34	3
==> cells in the final DEF, fill, tap and decap left out, drive strengths merged <==
cell type      instances
or2                    2
o22ai                  3
nor2                   5
nor2b                  4
dlxtn                  8
dfstp                  1
dfrtp                  3
nor4                   3
nor4b                  3
a31oi                  3
mux2                   4
inv                    3
nand2b                 2
mux2i                  3
or4b                   1
dlygate4sd2           16
buf                   21
clkbuf                 5
nand2                  8
clkdlybuf4s15          1
nand3                  2
clkdlybuf4s50         32
a21oi                  1
dlymetal6s2s           2
and2                   1
and3                   3
nor3                   2
==> layer usage <==
metal  wire, µm  up-vias  part of all wire, %
met2       1140       41                   45
met5          0        -                    0
met4          0        0                    0
met1       1030      347                   41
li1           -      391                    -
met3        338        0                   13
==> worst min-delay path, cell delays in order <==
cell             delay, ns
clkdlybuf4s15_2       0.19
buf_4                 0.14
inv_1                 0.12
Power and IR drop assume default switching activity.
