**design/flow/constraint.sdc**
```tcl
current_design branch_logic

set clk_period 5.1
set clk_io_pct 0.2

create_clock -name clk0 -period $clk_period

set non_clock_inputs [all_inputs -no_clocks]
set_input_delay [expr $clk_period * $clk_io_pct] -clock clk0 $non_clock_inputs
set_output_delay [expr $clk_period * $clk_io_pct] -clock clk0 [all_outputs]
```
**design/flow/config.mk**
```make
export PLATFORM = sky130hd
export DESIGN_NAME = branch_logic
export DESIGN_NICKNAME = branch_logic
export VERILOG_FILES = /design/flow/design.v
export SDC_FILE = /design/flow/constraint.sdc
export NUM_CORES = 4
export LEC_CHECK = 1
export CORE_AREA = 10 10 82 82
export DIE_AREA = 0 0 92 92
```
**design/flow/run.sh**
```bash
#!/bin/bash
# OpenROAD 26Q1-2900-gdf79404cd8, Yosys 0.63+post, stock flow scripts
make -C /OpenROAD-flow-scripts/flow DESIGN_CONFIG=/design/flow/config.mk WORK_HOME=/design/flow/orfs finish
```
**design/flow/design.v**
```verilog
module branch_logic(
    input  wire [15:0]               instruction_from_memory,
    input  wire [15:0]               current_pc,
    input  wire [15:0]               last_alu_result,
    input  wire                      instr_done,
    input  wire                      run,
    output wire [15:0]               updated_pc,
    output wire                      en_pc,
    output wire                      run_core
);
    reg         reg_run_core;
    reg  [15:0] reg_updated_pc;
    wire [1:0]  instr_format              = instruction_from_memory[1:0];
    wire [1:0]  branch_condition          = instruction_from_memory[3:2];
    wire [15:0] jump_branch_address       = {4'b0000, instruction_from_memory[15:4]};
    assign      run_core                  = reg_run_core;
    assign      updated_pc                = reg_updated_pc;
    assign      en_pc                     = (instr_done | ~(instr_done | run_core)) & run;
    always @(*) begin
        reg_run_core = (instr_format != 2'b10);
    end
    always @(*) begin
        if(instr_format == 2'b10) begin
            case(branch_condition)
                2'b00: begin
                    if(last_alu_result == 16'd0) begin
                        reg_updated_pc = jump_branch_address;
                    end else begin
                        reg_updated_pc = current_pc + 1;
                    end
                end
                2'b01: begin
                    if(last_alu_result == 16'd1) begin
                        reg_updated_pc = jump_branch_address;
                    end else begin
                        reg_updated_pc = current_pc + 1;
                    end
                end
                2'b10: begin
                    if(last_alu_result == 16'd2) begin
                        reg_updated_pc = jump_branch_address;
                    end else begin
                        reg_updated_pc = current_pc + 1;
                    end
                end
                default: reg_updated_pc = current_pc + 1;
            endcase
        end else begin
            reg_updated_pc = current_pc + 1;
        end
    end
endmodule
```
==> deck_impl_summary.md <==
Implementation Results

Status
  – Run status: complete, no violations

GRT
  – Number of antenna violations at the first check in global routing: 0
  – Overall track demand over capacity in global routing: under 10%
  – Pin count of the biggest net entering global routing: 17
  – Global-route wire length before repair: 4.04 mm
  – Vias in the first global route: 832
  – Remaining Overflow, GRT: 0

STA
  – Setup repair after global routing missed its margin: false
  – Headroom to the max-slew limit: 77.3%
  – Sum Neg Setup Slack: 0 ns
  – Setup Viol. Count Final: 0
  – Final critical-path share of the clock period: between 80% and 90%
  – Tmin final: 4.43 ns
  – Peak clock frequency supported by timing: around 0.23 GHz
  – PnR worst setup slack: around 0.67 ns
  – Final hold violation count: 0
  – Count of final max-slew check failures: 0
  – Transition time at the pin with the least slew margin: 0.339 ns

Min path
  – Worst min-delay path category: input pin to output port
  – Min-Delay Path Depth: 4

Pwr
  – Leakage: between 0.4 and 0.5 nW
  – Total chip power: roughly 0.08 mW
  – Worst vdd rail ir drop: ~19 uV
  – PD cells: approximately 62 mW/mm^2

Run
  – Max-capacitance violation count: 0
  – Total tool warning count: 32

CTS
  – Quantity of hold-fixing buffers added after cts: 0
  – Count of instances resized after the clock tree is built: 0
  – Setup bufs post-CTS: 0

Die
  – Placeable core region: between 0.005 and 0.006 mm^2
  – Floorplan core density: between 10 and 15%
  – Die boundary height: 92 um
  – Die outline area: between 0.008 and 0.009 mm^2
  – Num ports: 68
  – Overall die width: just over 90 um
  – Cell Rows: 26

Finish
  – Area growth from synthesis to layout: 136%
  – Most frequent logic cell in the layout: sky130_fd_sc_hd__clkdlybuf4s50_1
  – Share of cells above drive strength 1: about a tenth
  – Post-layout instance area: approximately 0.0013 mm^2
  – Clock tree buffer count of the final layout: 0
  – Leading cell types in the layout, fill and taps excluded: 68 x sky130_fd_sc_hd__clkdlybuf4s50_1, 8 x sky130_fd_sc_hd__xnor2_1, 7 x sky130_fd_sc_hd__xor2_1, 7 x sky130_fd_sc_hd__nor2_1
  – Non-Filler Instances: 207
  – Sequential cell area: 0 um^2
  – Num sequential: 0

Route
  – Total length of routed met2 wires: 1.25 mm
  – Number of violations reported at the end of detailed-routing iteration 0: 9
  – Sum of routed wire length over all layers: about 2.5 mm
  – Residual DRC: 0
  – Routed Antenna Nets: 0
  – Post-DR vias/cell: roughly 3.5
  – Number of diodes added for antenna fixing: 0
  – DR WL met3: 129 um
  – Wire length per cell: ~12 um
  – Total routed wire length on the met1 layer: 1.16 mm
  – Highest metal layer used by the detailed router: met4
  – Total number of vias: about 730
  – Drt first pass iters: 3

Logic synthesis
  – Share of the synthesized area in the top cell type: a little over an eighth
  – Number of cells in the yosys synthesis report: about 70
  – Gate count after technology mapping: about 70
  – Yosys stat area: around 550 um^2
  – YS warnings: 1
  – Largest cells by area after synthesis: sky130_fd_sc_hd__mux2_4 14%, sky130_fd_sc_hd__xnor2_1 13%, sky130_fd_sc_hd__mux2_2 12%
  – Largest area contributor in the synthesized netlist: sky130_fd_sc_hd__mux2_4
  – Per-instance average area after synthesis: 7.85 um^2
  – Netlist Area Pre-Place: roughly 550 um^2
  – Seq share, synth: 0%
  – Library cells used by synthesis: 21

Worst setup path
  – Top cell family by delay on the critical path: buffers and inverters
  – Most common cell on crit path: sky130_fd_sc_hd__clkdlybuf4s50_1
  – Element type at the critical path start: input pin
  – Maximum cell stage delay along the critical path: between 0.5 and 0.6 ns
  – Critical path capture point type: output port
  – CP Cell Sequence: clkdlybuf4s50_1, or4_4, nor4_2, o2111a_1, buf_4, mux2_2, clkdlybuf4s50_1
  – Data required time at the worst endpoint: 4.08 ns
  – Critical-path top delay cell: sky130_fd_sc_hd__or4_4
  – Biggest fanout along the worst timing path: 16
  – Number of cells on the critical path: 7
  – Startpoint-to-endpoint class of the critical path: input pin to output port
  – Worst Path Buf+Inv: 3
  – Crit path arrival time: 3.41 ns

Placed design
  – Placer Congestion: about 0.75
  – DP Worst Slack: around 0.64 ns
  – Number of cells after detailed placement: 207
  – Buffers added on ports: about 70
  – Cell area after placement: about 0.0013 mm^2
  – Detail Placement HPWL: between 2 and 2.5 mm
## routing by layer
| metal | track usage, % | vias to the layer above |
|---|---|---|
| met4 | 0.386 | 0 |
| met5 | 0 | - |
| met1 | 7.03 | 311 |
| li1 | - | 391 |
| met3 | 0.988 | 2 |
| met2 | 10.5 | 30 |
## worst paths after layout
check	slack, ns	endpoint	start
worst max-delay path	0.67	updated_pc[3]	last_alu_result[5]
worst min-delay path	2.94	updated_pc[0]	instruction_from_memory[4]
## through the flow
stage	util [%]	hold WS [ns]
after floorplan	-	2.06
after global placement	25.5	2.95
after detailed placement	25.5	2.95
after CTS	25.5	2.96
after global routing	25.5	3.00
final	25.5	2.94
## where the power goes
part / switching [mW] / total [mW] / internal [mW]
registers: 0 / 0 / 0
clock network: 0 / 0 / 0
logic: 0.0200 / 0.0805 / 0.0605
## synthesized netlist by cell type (all sizes together)
cell type  number
o2111a          1
xnor2           8
or4             1
nor4bb          1
nand3           5
nand2           3
nor3            5
mux2i           1
nand4           3
nor4            7
buf             2
nand2b          1
inv             5
ha              1
nor2            7
a21boi          1
xor2            7
mux2           11
## cells by family (layout without fill, tap and decap cells)
kind of cell             after synthesis  count (layout)  share of synthesized area [%]
XOR/XNOR                              15              15                           23.9
AND-OR/OR-AND                          2               2                           3.42
AND/OR/NAND/NOR                       33              33                           33.5
buffers and inverters                  7              74                           9.11
multiplexers                          12              12                           27.8
adder cells (fa/ha/maj)                1               1                           2.28
## final cells by class
| cell class | count | area (um^2) |
|---|---|---|
| fillers | 573 | 3780 |
| multi-input cells | 63 | 499 |
| well taps | 70 | 87.6 |
| inverters | 5 | 18.8 |
| repair buffers | 69 | 688 |
Power figures rest on the tool's default switching activity, not on a simulated workload.
