`flow/run.sh`:
```
#!/bin/bash
# OpenROAD 26Q1-2900-gdf79404cd8, Yosys 0.63+post, stock flow scripts
make -C /OpenROAD-flow-scripts/flow DESIGN_CONFIG=/design/flow/config.mk WORK_HOME=/design/flow/orfs finish
```
`flow/config.mk`:
```
export PLATFORM = sky130hd
export DESIGN_NAME = alu
export DESIGN_NICKNAME = alu
export VERILOG_FILES = /design/flow/design.v
export SDC_FILE = /design/flow/constraint.sdc
export NUM_CORES = 4
export LEC_CHECK = 1
export CORE_UTILIZATION = 30
```
`flow/constraint.sdc`:
```
current_design alu

set clk_period 8.7
set clk_io_pct 0.2

create_clock -name clk0 -period $clk_period

set non_clock_inputs [all_inputs -no_clocks]
set_input_delay [expr $clk_period * $clk_io_pct] -clock clk0 $non_clock_inputs
set_output_delay [expr $clk_period * $clk_io_pct] -clock clk0 [all_outputs]
```
`flow/design.v`:
```
module alu(
    input  wire [15:0]               in_a,
    input  wire [15:0]               in_b,
    input  wire [2:0]                sel,
    output wire [15:0]               out
);
    reg [15:0] temp_out;
    assign out = temp_out;
    always @(*) begin
        case(sel)
            3'b000: temp_out = in_a + in_b;
            3'b001: temp_out = in_a - in_b;
            3'b010: temp_out = in_a & in_b;
            3'b011: temp_out = in_a | in_b;
            3'b100: temp_out = in_a ^ in_b;
            3'b101: temp_out = in_a << (in_b % 16);
            3'b110: temp_out = in_a >> (in_b % 16);
            3'b111: temp_out = (in_a == in_b) ? 16'd0 : ((in_a > in_b) ? 16'd1 : 16'd2);
            default: temp_out = 16'h0000;
        endcase
    end
endmodule
```
==> flow_metrics.tcl <==
# collected from the flow reports
set metrics [dict create \
    status "completed" \
    globalRouteOverflowTotal 0 \
    ir_worst_vdd_uv 30.7 \
    core_area_um2 12000 \
    grt_pass1_wl_um 22700 \
    report.final.hold_viol_count 0 \
    min_period_over_period 0.829 \
    yosys_cells 566 \
    critical_path_arrival_ps 5470 \
    clockBufferCount 0 \
    postCtsSetupRepairBufs 0 \
    highest_achievable_clock_rate_mhz 139 \
    gpl.final_weighted_congestion 0.969 \
    global_route.usage.total 0.233 \
    synth_top_cell_by_count "sky130_fd_sc_hd__nor2_1" \
    placement.io_buffers 51 \
    dr.pass1.iters 5 \
    dp_cells 731 \
    min_path_type "in2out" \
    grt_pass1_vias 4112 \
    worstPathMaxFanout 42 \
    timing.setup.tns_ps 0 \
    grt_max_degree 45 \
    fp-row-count 40 \
    top_area_frac 0.166 \
    syn_inst 566 \
    hpwlAfterDp_um 11800 \
    chipHeight_um 113 \
    drive_gt1_frac 0.0479 \
    routed_via_density 5.93 \
    grt_setup_unrepaired "false" \
    average_wire_length_per_cell_after_detail_routing_um 20.0 \
    detail_route.drc_violations 0 \
    seq_cells 0 \
    post_cts_resize_count 0 \
    startpoint_type "primary input" \
    log.warning_count 65 \
    synth-warning-count 1 \
    initial_antenna_violation_count 0 \
    area_growth_pct 14.9 \
    antenna_violating_nets_post_route 0 \
    post_layout_nonfiller_instances 731 \
    synth.yosys.chip_area_um2 3680 \
    finalCoreUtilization 0.353 \
    synth.yosys.seq_area_share 0 \
    power.total_uw 270 \
    final-setup-viol-count 0 \
    totalWireLength_um 14700 \
    yosysTopAreaCell "sky130_fd_sc_hd__ha_1" \
    power.density_nw_per_um2 63.9 \
    worstMarginPinSlew_ps 854 \
    regArea_um2 0 \
    top_area_cells_in_the_synthesized_netlist "sky130_fd_sc_hd__ha_1, sky130_fd_sc_hd__nor2_1, sky130_fd_sc_hd__a21oi_1, sky130_fd_sc_hd__mux2i_1, sky130_fd_sc_hd__inv_1" \
    critical_path_required_ps 6960 \
    num-fill-cells 1322 \
    leakage_uw 0.00185 \
    path_class "in2out" \
    slew-limit-headroom 0.429 \
    ys_top_cells_by_count "sky130_fd_sc_hd__nor2_1, sky130_fd_sc_hd__inv_1, sky130_fd_sc_hd__a21oi_1" \
    floorplan.die_area_um2 12700 \
    core_util_floorplan 0.307 \
    period_minus_slack_ps 7210 \
    max_cap_viol_count 0 \
    synthDistinctLibCells 70 \
    summed_instance_area_of_the_synthesized_netlist_um2 3680 \
    floorplan.io_pins 51 \
    syn_area_per_cell_um2 6.51 \
    endpoint_kind_of_the_worst_setup_timing_path "primary output" \
    cts_hold_buf 0 \
    initialDrtViolationCount 440 \
    finalMaxSlewViolations 0 \
    horizontal_die_dimension_um 113 \
    via_count_of_the_routed_design 4336 \
    num_antenna_cells 0 \
]
stage by stage:
| step | instance area, µm² | worst slack (ps) | hold slack, ps |
|---|---|---|---|
| finish | 4230 | 1490 | 4770 |
| detailed placement | 4230 | 1600 | 4780 |
| global route | 4230 | 1140 | 4910 |
| CTS | 4230 | 1550 | 4790 |
| global placement | 4230 | 1580 | 4800 |
| floorplan | 3680 | 3120 | 3690 |
final timing paths:
| kind | from | to | depth (start not counted) |
|---|---|---|---|
| setup / recovery | in_b[2] | out[14] | 12 |
| hold / removal | in_b[9] | out[10] | 7 |
worst max-delay path, cell delays in order:
cell and delay [ps]:
sky130_fd_sc_hd__clkdlybuf4s50_1 460, sky130_fd_sc_hd__buf_4 350, sky130_fd_sc_hd__inv_1 340, sky130_fd_sc_hd__ha_1 550
sky130_fd_sc_hd__o21bai_1 160, sky130_fd_sc_hd__a221oi_1 330, sky130_fd_sc_hd__o21bai_1 170, sky130_fd_sc_hd__a2111oi_0 440
sky130_fd_sc_hd__a311oi_1 120, sky130_fd_sc_hd__mux2i_1 190, sky130_fd_sc_hd__a21o_1 150, sky130_fd_sc_hd__clkdlybuf4s50_1 460
layout by cell type, fill, tap and decap left out, types with 9 or more instances in the layout:
cell type                          n
sky130_fd_sc_hd__nor3_1           18
sky130_fd_sc_hd__nand3_1           9
sky130_fd_sc_hd__nor2_1           75
sky130_fd_sc_hd__mux2i_1          27
sky130_fd_sc_hd__ha_1             49
sky130_fd_sc_hd__a211oi_1         14
sky130_fd_sc_hd__nor2b_1          10
sky130_fd_sc_hd__o21ai_0          32
sky130_fd_sc_hd__nand2_1          36
sky130_fd_sc_hd__o211ai_1         11
sky130_fd_sc_hd__inv_1            56
sky130_fd_sc_hd__a21oi_1          54
sky130_fd_sc_hd__clkdlybuf4s50_1  50
layer usage:
metal	vias up	global-route usage	wire, µm
met5	-	0	0
met4	0	0.0480	328
met3	25	0.0267	1190
met2	219	0.375	6650
met1	2007	0.336	6480
li1	2085	-	-
where the power goes:
group / total [µW] / switching (µW) / internal, µW
logic: 270 / 158 / 112
clock network: 0 / 0 / 0
registers: 0 / 0 / 0
total: 270 / 158 / 112
cell type report:
type | count | area, µm² | share of cell area
inverters | 58 | 218 | 0.0514
multi-input cells | 469 | 3280 | 0.775
well taps | 147 | 184 | 0.0434
repair buffers | 57 | 551 | 0.130
kinds of logic after synthesis:
kind of cell,after synthesis,share of synthesized area
AOI/OAI and AO/OA,191,0.351
buffers and inverters,97,0.109
xor gates and xnor gates,12,0.0285
adders and majority gates,51,0.177
muxes,36,0.107
and+or+nand+nor,179,0.227
Power is estimated from default activity; no workload was simulated.
